--- design/flow/constraint.sdc ---
current_design riscv_alu

set clk_period 23.3
set clk_io_pct 0.2

create_clock -name clk0 -period $clk_period

set non_clock_inputs [all_inputs -no_clocks]
set_input_delay [expr $clk_period * $clk_io_pct] -clock clk0 $non_clock_inputs
set_output_delay [expr $clk_period * $clk_io_pct] -clock clk0 [all_outputs]
--- design/flow/run.sh ---
#!/bin/bash
# OpenROAD 26Q1-2900-gdf79404cd8, Yosys 0.63+post, stock flow scripts
make -C /OpenROAD-flow-scripts/flow DESIGN_CONFIG=/design/flow/config.mk WORK_HOME=/design/flow/orfs finish
--- design/flow/design.v ---
module riscv_alu(
  input [31:0] a,
  input [31:0] b,
  input [3:0] op,
  output [31:0] result,
  output zero
);
  wire [31:0] add_result;
  wire [31:0] sub_result;
  wire [31:0] xor_result;
  wire [31:0] or_result;
  wire [31:0] and_result;
  wire [4:0] shamt;
  wire [31:0] sll_result;
  wire [31:0] srl_result;
  wire [31:0] sra_result;
  wire [31:0] slt_result;
  wire [31:0] sltu_result;
  assign add_result = ((a + b) & 33'd4294967295);
  assign sub_result = (a - b);
  assign xor_result = (a ^ b);
  assign or_result = (a | b);
  assign and_result = (a & b);
  assign shamt = b[4:0];
  assign sll_result = (a << {{27{1'b0}}, shamt});
  assign srl_result = (a >> {{27{1'b0}}, shamt});
  assign sra_result = (a[31] ? ((a >> {{27{1'b0}}, shamt}) | ~(32'd4294967295 >> {{27{1'b0}}, shamt})) : (a >> {{27{1'b0}}, shamt}));
  assign slt_result = {31'd0, ((a[31] != b[31]) ? a[31] : sub_result[31])};
  assign sltu_result = {31'd0, (a < b)};
  assign result = ((op == 4'd0) ? add_result : ((op == 4'd1) ? sub_result : ((op == 4'd2) ? sll_result : ((op == 4'd3) ? slt_result : ((op == 4'd4) ? sltu_result : ((op == 4'd5) ? xor_result : ((op == 4'd6) ? srl_result : ((op == 4'd7) ? sra_result : ((op == 4'd8) ? or_result : ((op == 4'd9) ? and_result : ((op == 4'd10) ? a : ((op == 4'd11) ? b : add_result))))))))))));
  assign zero = (((op == 4'd0) ? add_result : ((op == 4'd1) ? sub_result : ((op == 4'd2) ? sll_result : ((op == 4'd3) ? slt_result : ((op == 4'd4) ? sltu_result : ((op == 4'd5) ? xor_result : ((op == 4'd6) ? srl_result : ((op == 4'd7) ? sra_result : ((op == 4'd8) ? or_result : ((op == 4'd9) ? and_result : ((op == 4'd10) ? a : ((op == 4'd11) ? b : add_result)))))))))))) & 32'd1);
endmodule
--- design/flow/config.mk ---
export PLATFORM = sky130hd
export DESIGN_NAME = riscv_alu
export DESIGN_NICKNAME = riscv_alu
export VERILOG_FILES = /design/flow/design.v
export SDC_FILE = /design/flow/constraint.sdc
export NUM_CORES = 4
export LEC_CHECK = 1
export CORE_UTILIZATION = 40
==> impl_metrics.yaml <==
# synthesis and place-and-route metrics
min_path:
  min_path_type: "in2out"
synth:
  synthXorXnorAreaFrac_pct: 3.21
  synth.area.top_cells: "ha_1, a21oi_1, nor2_1"
  netlist_logic_family_top: "AND-OR/OR-AND gates"
  synth_cells: 1552
  syn_area_um2: 10100
  synth_adder_area_share_pct: 12.6
  yosys-stat-area_um2: 10100
  common_cells: "nor2_1, a21oi_1, o21ai_0, nand2_1, inv_1"
  yosysMostFrequentCell: "nor2_1"
  yosys.area_share.aoi_pct: 40.7
  postSynthSeqShare_pct: 0
  yosys-mux-area-fraction_pct: 13.1
  ys_types: 94
  avgSynthCellArea_um2: 6.51
  largest_area_cell: "ha_1"
  ys_sh_simple_pct: 20.6
  yosysWarnings: 0
  ys_cells: 1552
  top_area_share_pct: 12.0
place:
  place_area_um2: 11300
  finalWeightedCongestion: 1.05
  place_ws_ns: 8.43
  hpwl_um: 42300
  dp.cells: 1902
  io_buffers: 101
finish:
  syn2layout_area_growth_pct: 11.8
  flop-count: 0
  clock_buffers: 0
  layout.cells.non_filler: 1904
  utilization_pct: 46.1
  drive_gt1_share_pct: 7.98
  seq_area_um2: 0
  design_area_um2: 11300
clocking:
  cts_resized: 0
  cts_setup_buffers: 0
  ctsHoldBuffers: 0
timing:
  max_freq_mhz: 66.4
  rsz0062_at_grt: "false"
  slew_viol_final: 0
  hold_violations: 0
  worst_slew_pin_slew_ns: 0.834
  setup_ws_ns: 8.24
  period_minus_slack_ns: 15.06
  setup_viol: 0
  relSlewSlack_pct: 44.4
  fin_crit_sh_pct: 64.6
  fin_tns_setup_ns: 0
  whs_ns: 10.18
critical_path:
  path_cells: "buf_2 > buf_4 > inv_1 > buf_4 > ha_1 > inv_1 > o311a_1 > o21a_1 > a21oi_2 > a31oi_1 > a221oi_2 > a31oi_1 > a21oi_1 > nor2_1 > nor2_1 > fa_1 > o21a_1 > a211oi_1 > a31oi_1 > or4b_1 > nand3_1 > clkdlybuf4s50_1"
  cp_max_fo: 63
  slowest_delay_ns: 0.56
  end_kind: "primary output"
  crit_type: "in2out"
  cp_num_buf_inv: 6
  required_ns: 18.64
  crit_path_start_kind: "input pin"
  cp_common_cell: "a31oi_1"
  crit_path_top_delay_cell: "ha_1"
  cp.arrival_ns: 10.40
  cpLargestDelayFamily: "AND-OR/OR-AND gates"
pwr:
  ir_drop_mv: 0.0188
  p_leak_nw: 4.67
  p_per_area_nw_per_um2: 29.2
  swShare_pct: 61.0
  switchingPower_mw: 0.202
  p_int_mw: 0.129
  finalPower_mw: 0.330
detailed_routing:
  avgViaCountPerCell: 6.82
  drtAntennaViolNets: 0
  first_pass_iters: 6
  wl_per_cell_um: 29.0
  first_iter_violations: 1797
  drc_errors: 0
  vias: 13000
  wl_um: 55200
floorplanning:
  fp_util_pct: 41.2
  io_pins: 101
  die_w_um: 161
  rows: 57
  core_area_um2: 24500
  dieHeight_um: 161
  dieArea_um2: 25900
grt:
  antenna_found_initial: 2
  grt_pass1_wl_um: 80400
  globalRouteTotalUtil_pct: 42.5
  grt_pass1_vias: 11900
  grt_max_degree: 64
  grt_overflow: 0
run:
  maxCapViolCount: 0
  warnings: 97
outcome:
  status: "finished, final reports clean"
==> per-layer routing <==
layer,vias up,global-route usage [%],share of wire (%)
met5,-,0,0
met4,0,14.6,4.2
met3,143,11.8,13
met2,897,59.7,41
met1,6129,62.4,42
li1,5824,-,-
==> power by group through the flow <==
stage | Clock (mW) | Combinational, mW | Sequential, mW
global route | 0 | 0.350 | 0
CTS | 0 | 0.319 | 0
==> layout by cell type, fill, tap and decap left out, drive strengths merged, types with 8 or more instances in the layout <==
master	n
a22oi	13
or3	15
xor2	8
o221ai	30
a221oi	17
nand4	9
inv	103
nand3	22
mux4	22
buf	57
nor2b	9
o22ai	26
clkdlybuf4s50	94
a21oi	164
nor2	212
o21bai	13
a21o	13
nand2	111
mux2	8
o22a	8
mux2i	74
nor3	30
o211ai	25
ha	97
a221o	10
nand2b	29
xnor2	29
a211o	15
o21ai	160
a31oi	17
o31ai	10
a211oi	27
==> area by class of cell <==
type,count,area (µm²)
multi-input combinational,1323,9140
tap,324,405
timing repair buffer,151,1350
inverter,104,393
fill,2576,13200
antenna,2,5.00
==> worst min-delay path, cell delays in order <==
cell,delay (ns)
buf_2,0.18
nor4_1,0.08
o311ai_1,0.08
a21oi_1,0.11
clkdlybuf4s50_1,0.41
==> worst paths after layout <==
check | from | to | cells after the start
max | b[3] | result[31] | 22
min | op[1] | result[0] | 5
==> cells by family (layout without fill, tap and decap cells) <==
family	after synthesis	after routing
AOI/OAI and AO/OA	616	616
xor gates and xnor gates	37	37
adders and majority gates	100	100
buffers and inverters	229	255
muxes	104	104
other	0	2
and+or+nand+nor	466	466
Power is estimated from default activity; no workload was simulated.
