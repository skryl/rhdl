--- /design/flow/constraint.sdc ---
current_design riscv_register_file

set clk_period 5.7
set clk_io_pct 0.2

create_clock -name clk0 -period $clk_period [get_ports {clk}]

set non_clock_inputs [all_inputs -no_clocks]
set_input_delay [expr $clk_period * $clk_io_pct] -clock clk0 $non_clock_inputs
set_output_delay [expr $clk_period * $clk_io_pct] -clock clk0 [all_outputs]
--- /design/flow/design.v ---
module riscv_register_file(
  input clk,
  input rst,
  input [4:0] rs1_addr,
  input [4:0] rs2_addr,
  output [31:0] rs1_data,
  output [31:0] rs2_data,
  input [4:0] rd_addr,
  input [31:0] rd_data,
  input rd_we,
  output [31:0] debug_x1,
  output [31:0] debug_x2,
  output [31:0] debug_x10,
  output [31:0] debug_x11
);
  reg [31:0] regs [0:31];
  assign rs1_data = ((rs1_addr == 5'd0) ? 32'd0 : regs[rs1_addr]);
  assign rs2_data = ((rs2_addr == 5'd0) ? 32'd0 : regs[rs2_addr]);
  assign debug_x1 = regs[5'd1];
  assign debug_x2 = regs[5'd2];
  assign debug_x10 = regs[5'd10];
  assign debug_x11 = regs[5'd11];
  always @(posedge clk) begin
  if (rst) begin
  end
  else begin
    if ((rd_we & (rd_addr != 5'd0))) begin
      regs[rd_addr] <= rd_data;
    end
  end
  end
endmodule
--- /design/flow/run.sh ---
#!/bin/bash
# OpenROAD 26Q1-2900-gdf79404cd8, Yosys 0.63+post, stock flow scripts
make -C /OpenROAD-flow-scripts/flow DESIGN_CONFIG=/design/flow/config.mk WORK_HOME=/design/flow/orfs finish
--- /design/flow/config.mk ---
export PLATFORM = sky130hd
export DESIGN_NAME = riscv_register_file
export DESIGN_NICKNAME = riscv_register_file
export VERILOG_FILES = /design/flow/design.v
export SDC_FILE = /design/flow/constraint.sdc
export NUM_CORES = 4
export LEC_CHECK = 1
export CORE_UTILIZATION = 50
==> Slide: Implementation Results <==
Flow Results at a Glance

Layout
  • Final Util: 0.595
  • FF+latch area: 30,700 sq um
  • Max FFs per register: 1,024
  • Final Non-Filler Cells: 4,073
  • Area grow syn2layout: 17.7%
  • Biggest regs: regs: 1024 flops
  • Biggest register: regs
  • Gate Area: 15,700 sq um
  • FILL cells: 6,642
  • Fraction of final layout cells sized beyond drive strength 1: 0.291

Power and ir drop
  • Power Internal: 12.9 mW
  • Pleak: 18.1 nW
  • Net Switching: 3.87 mW
  • Clk pwr share: 0.403
  • Flop pwr share: 0.499
  • Maximum vdd drop: 0.000289 V
  • Logic pwr share: 0.098
  • Sw Ratio: 0.230
  • Power density over cell area: 303 nW/um^2
  • Design Power: 16.8 mW

Clock tree
  • CTS tree: yes
  • Max Buffers Root-to-Sink: 3
  • Htree depth: 3
  • Post-CTS Hold Fix Bufs: 0
  • PostCTS Resize Cnt: 0
  • Post-CTS setup buffer count: 0
  • Clk sinks: 1,024
  • CTS Buf Count: 107
  • CTS Root Cell: clkbuf_16
  • CTS clk-pin slew, worst paths: 60 ps

Routing
  • Total number of vias: 26,900
  • Iteration-0 DRC count of the detailed router: 1,744
  • DRT antenna net count: 0
  • Final wirelength: 158 mm
  • Vias per inst: 6.61
  • DRC: 0
  • Routed WL per cell: 38.9 um
  • Drt pass-1 iters: 5

Die
  • Placement Rows: 112
  • CORE AREA: 93,500 sq um
  • # IOs: 242
  • Starting Density: 0.505
  • DIE WIDTH: 309 um
  • Die H: 309 um
  • DIE AREA: 95,700 sq um

Placed design
  • Placed Instances: 3,872
  • GP Congestion: 0.967
  • Buffers on Ports: 241
  • Post-detail-place hpwl: 105 mm

Global routing
  • Initial antenna violation count: 6
  • First-pass GRT wire length: 221 mm
  • Grt ovf: 0
  • GRT Resource Usage Total: 0.383
  • Largest net degree at the start of global routing: 72
  • Vias in the first global route: 29,600

Final timing
  • Setup ws final: -123 ps
  • Max Freq: 0.172 GHz
  • Final setup TNS: -132 ps
  • Final setup fails: 2
  • Final min period: 5820 ps
  • Final hold viol count: 0
  • RSZ-0062 raised after global routing: yes
  • Slew Limit Headroom: 0.226
  • Final Max Slew Viols: 0
  • Crit share post-route: 1.02
  • Slew @ Worst Pin: 1150 ps
  • Min Hold Slack: 1330 ps

Logic synthesis
  • Seq share, synth: 0.651
  • Asr flop ratio synth: 0
  • Netlist Area Pre-Place: 47,200 sq um
  • Synth Warn #: 1
  • EDFF count, synth: 1,024
  • Post-synth top area cell: edfxtp_1
  • Seq cells post-synth: 1,024
  • Area leader share: 0.651
  • Yosys synthesis chip area: 47,200 sq um
  • Distinct cell type count after synthesis: 42
  • Top cells by area: edfxtp_1, mux4_2, mux2i_1
  • Synth Instances: 2,370
  • Ys cells: 2,370
  • Synth Flop Type: edfxtp_1
  • Avg Cell Area, Syn: 19.9 sq um

Worst setup path
  • CP dominant cell by count: clkdlybuf4s50_1
  • CP Cell Sequence: clkdlybuf4s50_1 > or3b_2 > o221ai_1 > a211oi_1 > nor3_1 > buf_4 > clkdlybuf4s50_1
  • Max stage delay on crit path: 990 ps
  • Crit path DAT: 4680 ps
  • Crit-path slowest cell: a211oi_1
  • Critical Path Start Type: input port
  • Critical path required time: 4560 ps
  • Critical path peak fanout: 27
  • CP endpoint kind: primary output
  • Kind of critical path: in2out

Hold path
  • Worst Hold Class: in2reg

Job
  • Log Warnings: 27
  • Max-Cap Viols: 0

Outcome
  • Status: finished with violations
  • Failing checks: setup timing
==> cells in the final DEF, fill, tap and decap left out, drive strengths merged <==
cell	instances
nor4b	2
nor2b	14
clkbuf	129
or3b	3
nand2	5
clkinv	52
buf	180
mux2	27
o221ai	31
nand4b	1
and4	1
o22ai	59
nor4	6
diode	7
a2111oi	32
a21boi	1
nor2	62
nor3	33
a211o	26
or3	3
a21oi	26
nand2b	2
bufinv	9
a32o	1
edfxtp	1024
clkdlybuf4s50	234
nand3b	5
a211oi	41
conb	32
clkinvlp	3
nand4bb	2
a221oi	27
mux4	422
a22o	67
and3	1
mux2i	217
inv	29
nand3	2
and2	1
==> synthesized netlist by cell type, drive strengths merged, types with 27 or more instances <==
cell type / count
mux4: 422
clkbuf: 84
mux2: 27
edfxtp: 1024
a221oi: 27
inv: 28
o221ai: 31
a2111oi: 32
mux2i: 217
nor2: 62
a22o: 67
nor3: 33
buf: 113
o22ai: 59
a211oi: 41
==> routing by layer <==
metal	up-vias	track usage	wire length (um)
met2	1949	0.537	73800
li1	11000	-	-
met5	-	0.0379	343
met4	10	0.0904	4800
met1	13700	0.461	46800
met3	222	0.331	32600
==> power by group through the flow <==
stage,Sequential (mW),Combinational (mW),Clock [mW]
final,8.39,1.65,6.78
after CTS,8.39,1.63,6.86
after global routing,8.39,1.73,7.14
==> kinds of logic after synthesis <==
group,count (synthesis),synth area share
flops,1024,0.651
buf+inv,225,0.0251
other cells,1,0.0000794
compound gates,311,0.0547
simple gates,143,0.0152
mux,666,0.254
==> worst paths after layout <==
check	from	endpoint	slack, ps	cells after the start
worst max-delay path	rs2_addr[3]	rs2_data[7]	-120	7
worst min-delay path	rd_data[13]	regs[2][13]	1330	2
==> worst max-delay path, delay by kind of cell <==
family | cells | cell delay [ps]
AOI/OAI and AO/OA | 2 | 1200
and+or+nand+nor | 2 | 960
buffers and inverters | 3 | 1340
==> layout make-up <==
cell class                 count  area share
sequential                  1024       0.553
tap                         1254      0.0282
clock buffer                 129      0.0508
multi-input combinational   1152       0.282
antenna                        7    0.000315
timing repair buffer         414      0.0729
inverter                      28     0.00189
clock inverter                65      0.0100
==> stage by stage <==
step	cell area [sq um]	setup WS [ps]
after global placement	52200	56.9
final	55600	-123
after detailed placement	52200	114
after CTS	55500	92.9
after floorplan	47300	1940
after global routing	55600	-52.9
Power figures rest on the tool's default switching activity, not on a simulated workload.
