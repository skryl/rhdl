==> design/flow/config.mk <==
export PLATFORM = sky130hd
export DESIGN_NAME = riscv_id_ex_reg
export DESIGN_NICKNAME = riscv_id_ex_reg
export VERILOG_FILES = /design/flow/design.v
export SDC_FILE = /design/flow/constraint.sdc
export NUM_CORES = 4
export LEC_CHECK = 1
export CORE_AREA = 10 10 191 191
export DIE_AREA = 0 0 201 201
==> design/flow/constraint.sdc <==
current_design riscv_id_ex_reg

set clk_period 1.0
set clk_io_pct 0.2

create_clock -name clk0 -period $clk_period [get_ports {clk}]

set non_clock_inputs [all_inputs -no_clocks]
set_input_delay [expr $clk_period * $clk_io_pct] -clock clk0 $non_clock_inputs
set_output_delay [expr $clk_period * $clk_io_pct] -clock clk0 [all_outputs]
==> design/flow/design.v <==
module riscv_id_ex_reg(
  input clk,
  input rst,
  input flush,
  input [31:0] pc_in,
  input [31:0] pc_plus4_in,
  input [31:0] rs1_data_in,
  input [31:0] rs2_data_in,
  input [31:0] imm_in,
  input [4:0] rs1_addr_in,
  input [4:0] rs2_addr_in,
  input [4:0] rd_addr_in,
  input [2:0] funct3_in,
  input [6:0] funct7_in,
  input [3:0] alu_op_in,
  input alu_src_in,
  input reg_write_in,
  input mem_read_in,
  input mem_write_in,
  input mem_to_reg_in,
  input branch_in,
  input jump_in,
  input jalr_in,
  output reg [31:0] pc_out,
  output reg [31:0] pc_plus4_out,
  output reg [31:0] rs1_data_out,
  output reg [31:0] rs2_data_out,
  output reg [31:0] imm_out,
  output reg [4:0] rs1_addr_out,
  output reg [4:0] rs2_addr_out,
  output reg [4:0] rd_addr_out,
  output reg [2:0] funct3_out,
  output reg [6:0] funct7_out,
  output reg [3:0] alu_op_out,
  output reg alu_src_out,
  output reg reg_write_out,
  output reg mem_read_out,
  output reg mem_write_out,
  output reg mem_to_reg_out,
  output reg branch_out,
  output reg jump_out,
  output reg jalr_out
);
  always @(posedge clk) begin
  if (rst) begin
    pc_out <= 32'd0;
    pc_plus4_out <= 32'd4;
    rs1_data_out <= 32'd0;
    rs2_data_out <= 32'd0;
    imm_out <= 32'd0;
    rs1_addr_out <= 5'd0;
    rs2_addr_out <= 5'd0;
    rd_addr_out <= 5'd0;
    funct3_out <= 3'd0;
    funct7_out <= 7'd0;
    alu_op_out <= 4'd0;
    alu_src_out <= 1'b0;
    reg_write_out <= 1'b0;
    mem_read_out <= 1'b0;
    mem_write_out <= 1'b0;
    mem_to_reg_out <= 1'b0;
    branch_out <= 1'b0;
    jump_out <= 1'b0;
    jalr_out <= 1'b0;
  end
  else begin
    pc_out <= (flush ? 32'd0 : pc_in);
    pc_plus4_out <= (flush ? 32'd4 : pc_plus4_in);
    rs1_data_out <= (flush ? 32'd0 : rs1_data_in);
    rs2_data_out <= (flush ? 32'd0 : rs2_data_in);
    imm_out <= (flush ? 32'd0 : imm_in);
    rs1_addr_out <= (flush ? 5'd0 : rs1_addr_in);
    rs2_addr_out <= (flush ? 5'd0 : rs2_addr_in);
    rd_addr_out <= (flush ? 5'd0 : rd_addr_in);
    funct3_out <= (flush ? 3'd0 : funct3_in);
    funct7_out <= (flush ? 7'd0 : funct7_in);
    alu_op_out <= (flush ? 4'd0 : alu_op_in);
    alu_src_out <= (flush ? 1'b0 : alu_src_in);
    reg_write_out <= (flush ? 1'b0 : reg_write_in);
    mem_read_out <= (flush ? 1'b0 : mem_read_in);
    mem_write_out <= (flush ? 1'b0 : mem_write_in);
    mem_to_reg_out <= (flush ? 1'b0 : mem_to_reg_in);
    branch_out <= (flush ? 1'b0 : branch_in);
    jump_out <= (flush ? 1'b0 : jump_in);
    jalr_out <= (flush ? 1'b0 : jalr_in);
  end
  end
endmodule
==> design/flow/run.sh <==
#!/bin/bash
# OpenROAD 26Q1-2900-gdf79404cd8, Yosys 0.63+post, stock flow scripts
make -C /OpenROAD-flow-scripts/flow DESIGN_CONFIG=/design/flow/config.mk WORK_HOME=/design/flow/orfs finish
==> impl_metrics.yaml <==
# implementation run metrics
cts:
  cts_buffers: 17
  cts_root_buffer: "clkbuf_16"
  cts.path.max_buffers: 2
  cts_setup_buffers: 0
  postCtsHoldBufs: 0
  clk_pin_slew_ps: 70
  htree_levels: 4
  cts_tree: "done"
  cts_sinks: 197
final_layout:
  final_area_um2: 10900
  comb_area_um2: 1990
  fillers: 3339
  finalNonFillerCells: 1335
  register_area_um2: 4000
  post-route-util_pct: 33.7
  layout_top_cell: "clkdlybuf4s50_1"
  layout_top_cells: "clkdlybuf4s50_1, buf_2, dfxtp_1"
  area_delta_synth_final_pct: 72.0
  drive_gt1_share_pct: 50.0
placed_design:
  globalplace.congestion: 0.773
  dp_slack_ps: -133
  place_area_um2: 11200
  io_buffers: 396
  dp_cells: 1302
  dp_hpwl_um: 17700
global_routing:
  grt_max_degree: 25
  grt_util_all_layers_pct: 11.0
  antenna_found_initial: 0
  grt_remaining_overflow: 0
  grt_pass1_wl_um: 33900
  first_global_vias: 5287
sta:
  period_minus_slack_ps: 1120
  post-route-period-util_pct: 112
  fin_ws_ps: -117
  slew_headroom_pct: 76.8
  setup_violations: 197
  rsz0062_at_grt: "yes"
  finalSetupTns_ps: -9940
  finalHoldViolCount: 0
  timing.fmax_mhz: 895
  slew_violations: 0
  tightestPinTransition_ps: 348
routing:
  met2_length_um: 10300
  drtAntennaViolNets: 0
  wirelength_um: 22600
  routed_wire_length_per_instance_um: 16.9
  dr.max_layer_used: "met4"
  drcViolationCount: 0
  vias_per_cell: 3.67
  met1_length_um: 9260
  drt_iter0_drc: 105
  drtPass1Iterations: 4
  num_vias: 4896
  wl_met3_um: 2780
critical_path:
  critPathCaptureType: "primary output"
  cpLargestDelayFamily: "flip-flops"
  cp_max_fo: 1
  cp_num_buf_inv: 1
  arrival_ps: 920
  cp_slowest_stage_delay_ps: 370
  criticalPathCategory: "reg2out"
  cp_slowest_cell: "dfxtp_4"
  worst_setup_path_start_kind: "flip-flop"
  path_cells: "buf_6"
  required_ps: 800
power_and_ir_drop:
  combPwrFrac_pct: 11.8
  p_seq_share_pct: 47.5
  intPower_w: 0.0134
  powerDensity_nw_per_um2: 1590
  peakVddDrop_uv: 1130
  power.switching_w: 0.00395
  p_leak_nw: 4.59
  power.share.switching_pct: 22.7
  p_clk_share_pct: 40.7
logic_synthesis:
  yosysWarnings: 1
  syn_inst: 438
  ys_types: 6
  yosys_cells: 438
  ys_seq_share_pct: 62.0
  synth_area_per_cell_um2: 14.5
  ys_chip_area_um2: 6360
  netlist_area_um2: 6360
  ys.flops: 197
floorplan:
  dieHeight_um: 201
  pin_count: 397
  die_w_um: 201
  coreArea_um2: 32500
  fp_util_pct: 19.6
  chip_area_um2: 40400
  rows: 66
run_status:
  status: "finished, violations left"
  violations: "setup timing"
flow_run:
  drv_cap: 0
  log.warning_count: 27
hold_path:
  hp-class: "in2reg"
[stage by stage]
step	total power [W]	hold slack, ps
after global routing	0.0182	79.3
after detailed placement	0.0108	552
final	0.0174	86.4
after floorplan	0.00904	299
after CTS	0.0177	56.1
after global placement	0.0108	549
[kinds of logic (layout without fill, tap and decap cells)]
group / after synthesis / count (layout) / share of synthesized area [%]
buf+inv: 44 / 498 / 6.71
simple gates: 197 / 197 / 31.3
flops: 197 / 197 / 62.0
other cells: 0 / 1 / 0
[final cells by class]
class,instances,share of cell area (%)
tap,442,5.06
timing repair buffer,466,34.6
multi-input combinational,197,18.2
clock inverter,14,1.52
clock buffer,18,4.02
antenna,1,0.0229
sequential,197,36.6
[power groups by stage]
| stage | Clock (W) | Sequential (W) | Combinational [W] |
|---|---|---|---|
| after CTS | 0.00741 | 0.00824 | 0.00208 |
| after global routing | 0.00771 | 0.00828 | 0.00222 |
| final | 0.00707 | 0.00824 | 0.00204 |
[final timing paths]
path	cells past startpoint	startpoint	slack (ps)	endpoint
worst min-delay path	2	flush	90	imm_out[11]
worst max-delay path	1	imm_out[6]	-120	imm_out[6]
[per-layer routing]
metal | up-vias | GRT usage, %
met5 | - | 0
met4 | 0 | 1.14
met3 | 10 | 6.29
met2 | 265 | 17.3
met1 | 2245 | 13.4
li1 | 2376 | -
[registers in the layout, indices dropped and copies added, names as in the netlist, 3 cells and up]
register	flops
imm_out	32
pc_out	32
pc_plus4_out	32
rs1_data_out	32
rs2_data_out	32
funct7_out	7
rd_addr_out	5
rs1_addr_out	5
rs2_addr_out	5
alu_op_out	4
funct3_out	3
[synthesized netlist by cell type]
master	count	area (um^2)
dfxtp_1	197	3940
nor3b_2	102	1280
nor3b_1	94	706
buf_6	33	372
buf_2	11	55.1
or3_1	1	6.26
[repair_timing]
action,4_1_cts,5_1_grt
gates resized,689,20
pin swaps,0,0
endpoints found under the setup margin,197,197
Power is estimated from default activity; no workload was simulated.
